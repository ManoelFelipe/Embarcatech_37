===== flow/design.v =====
`timescale 1us/1us
module motores_alternados #(
  parameter int CLK_HZ     = 100_000,
  parameter int T_NORMAL_S = 5,
  parameter int T_TEST_S   = 2
)(
  input  logic clk,
  input  logic I1,    
  input  logic I2,    
  input  logic I3,    
  input  logic I4,    
  input  logic I5,    
  output logic O1,    
  output logic O2,    
  output logic O3,    
  output logic O4,    
  output logic O5     
);
  typedef enum logic [1:0] {IDLE=2'd0, M1_ON=2'd1, M2_ON=2'd2} state_t;
  state_t state, state_n;
  localparam int CNT1W = $clog2(CLK_HZ);
  logic [CNT1W-1:0] cnt_1hz;
  wire tick_1hz = (cnt_1hz == CLK_HZ-1);
  always @(posedge clk or posedge I3) begin
    if (I3) cnt_1hz <= '0;
    else if (tick_1hz) cnt_1hz <= '0;
    else cnt_1hz <= cnt_1hz + 1'b1;
  end
  localparam int CNT2W = $clog2(CLK_HZ/2);
  logic [CNT2W-1:0] cnt_hb;
  always @(posedge clk or posedge I3) begin
    if (I3) cnt_hb <= '0;
    else if (cnt_hb == (CLK_HZ/2)-1) cnt_hb <= '0;
    else cnt_hb <= cnt_hb + 1'b1;
  end
  logic [15:0] sec_count;
  logic [15:0] target_s;
  logic test_mode;
  logic I4_q;
  always @(posedge clk or posedge I3) begin
    if (I3) begin
      test_mode <= 1'b0;
      I4_q      <= 1'b0;
    end else begin
      I4_q <= I4;
      if (I4 && !I4_q) begin
        test_mode <= ~test_mode;  
      end
    end
  end
  wire enter_M1 = (state_n==M1_ON) && (state!=M1_ON);
  wire enter_M2 = (state_n==M2_ON) && (state!=M2_ON);
  always @(posedge clk or posedge I3) begin
    if (I3) begin
      target_s <= T_NORMAL_S;
    end else if (enter_M1 || enter_M2) begin
      target_s <= (test_mode) ? T_TEST_S : T_NORMAL_S;
    end
  end
  always @(posedge clk or posedge I3) begin
    if (I3) begin
      sec_count <= 16'd0;
    end else if (state_n==IDLE) begin
      sec_count <= 16'd0;
    end else if (tick_1hz) begin
      sec_count <= sec_count + 16'd1;
    end
  end
  always @* begin
    state_n = state;
    case (state)
      IDLE: begin
        if (I1) state_n = M1_ON;  
      end
      M1_ON: begin
        if (I2) state_n = IDLE;          
        else if (I3) state_n = IDLE;     
        else if (sec_count >= target_s) state_n = M2_ON;  
      end
      M2_ON: begin
        if (I2) state_n = IDLE;
        else if (I3) state_n = IDLE;
        else if (sec_count >= target_s) state_n = M1_ON;
      end
      default: state_n = IDLE;
    endcase
  end
  always @(posedge clk or posedge I3) begin
    if (I3) state <= IDLE;
    else state <= state_n;
  end
  assign O1 = (state == M1_ON);
  assign O2 = (state == M2_ON);
  assign O4 = (state == M1_ON) || (state == M2_ON);
  logic o3_ff;
  always @(posedge clk or posedge I3) begin
    if (I3) o3_ff <= 1'b0;
    else if (O4 && tick_1hz) o3_ff <= ~o3_ff;
    else if (!O4) o3_ff <= 1'b0;
  end
  assign O3 = o3_ff;
  logic hb_run, hb_idle;
  always @(posedge clk or posedge I3) begin
    if (I3) hb_run <= 1'b0;
    else if (tick_1hz) hb_run <= ~hb_run;
  end
  assign hb_idle = cnt_hb[$bits(cnt_hb)-1];
  assign O5 = (O4) ? hb_run : hb_idle;
endmodule

===== flow/run.sh =====
#!/bin/bash
# OpenROAD 26Q1-2900-gdf79404cd8, Yosys 0.63+post, stock flow scripts
make -C /OpenROAD-flow-scripts/flow DESIGN_CONFIG=/design/flow/config.mk WORK_HOME=/design/flow/orfs finish

===== flow/config.mk =====
export PLATFORM = sky130hd
export DESIGN_NAME = motores_alternados
export DESIGN_NICKNAME = motores_alternados
export VERILOG_FILES = /design/flow/design.v
export SDC_FILE = /design/flow/constraint.sdc
export NUM_CORES = 4
export LEC_CHECK = 1
export CORE_UTILIZATION = 40

===== flow/constraint.sdc =====
current_design motores_alternados

set clk_period 4.1
set clk_io_pct 0.2

create_clock -name clk0 -period $clk_period [get_ports {clk}]

set non_clock_inputs [all_inputs -no_clocks]
set_input_delay [expr $clk_period * $clk_io_pct] -clock clk0 $non_clock_inputs
set_output_delay [expr $clk_period * $clk_io_pct] -clock clk0 [all_outputs]

==> qor.yml <==
worst_setup_path:
  critPathMaxFanout: 7
  startpoint_type: "flop"
  cp-end-kind: "output port"
  crit_buf_inv: 1
  r2r_start: "cnt_1hz[0]$_DFF_PP0_"
  cpPeakStageDelay_ns: 0.44
  critPathKind: "reg -> out"
  cp.arrival_ns: 1.84
  crit_path_end: "O5"
  timing.rr.end: "sec_count[11]$_DFFE_PP0P_"
  critPathRequiredTime_ns: 3.28
  crit_chain: "nor2_1 > mux2_2 > clkdlybuf4s50_1"
  reg2regPathDepth: 6
  crit_family: "flip-flops"
  cp.depth: 3
  crit_start: "state[1]$_DFF_PP0_"
  reg2reg_slack_ns: 1.83
  slowest_stage: "dfrtp_1"
job:
  maxCapViolCount: 0
  warning_count: 26
sta:
  worstMarginPinSlew_ns: 0.779
  slew_headroom_pct: 48.0
  rsz0062_at_grt: "false"
  fmax_mhz: 376
  fin_ws_ns: 1.44
  finalSetupTns_ns: 0
  setup_viol: 0
  fin_worst_skew_ns: 0.00578
  layout_min_cycle_time_ns: 2.66
  slew_viol_final: 0
  fin_crit_sh_pct: 64.9
  hold_viol: 0
clocking:
  hold_buffers: 0
  insertion_delay_ns: 0.33
  cts_resized: 0
  clock_path_buffers: 2
  cts_tree: "yes"
  postCtsSetupBuffers: 0
  root_buffer: "clkbuf_8"
  h-tree-depth: 3
  clock-sinks: 58
  numCtsBuffers: 9
  clkSlewWorstSetupHoldPaths_ns: 0.06
yosys:
  syn-instance-count: 291
  ys_types: 43
  synth_warnings: 1
  synth_flops: 58
  edf_count: 0
  ys_chip_area_sq_mm: 0.00291
  yosysTopAreaCellShare_pct: 48.2
  top_area_cell: "dfrtp_1"
  syn_avg_cell_area_sq_um: 9.98
  syn-cell-area_sq_mm: 0.00291
  synthFlopType: "dfrtp_1"
  topCellsByArea: "dfrtp_1, xnor2_1, nor2_1, xor2_1, nand3_1"
  synth-seq-area-share_pct: 50.0
  ys_cells: 291
  synth_async_sr_flop_share_pct: 100
grt:
  grt_usage_pct: 16.2
  busiest_layer: "met1"
  grt-ovfl-total: 0
  grt_pass1_wl_mm: 9.44
  grt_pass1_vias: 2017
  grt_util_met3_pct: 4.33
  use_met1_pct: 25.6
  grt_max_degree: 38
  antenna_found_initial: 0
  grt.met2_usage_pct: 24.2
route:
  routed_wl_mm: 5.08
  wl_per_cell_microns: 12.5
  route.detailed.drc: 0
  drt_iter0_markers: 101
  ant_nets: 0
  viasPerCell: 5.00
  vias: 2028
  drt_pass1_iterations: 4
  antennaDiodeCount: 0
status:
  status: "finished clean"
layout:
  syn_to_final_growth_pct: 13.7
  finalInstanceArea_sq_mm: 0.00330
  finalNonFillerCells: 406
  final_cell_mix: "dfrtp_1, nor2_1, xnor2_1, nand2_1, nand3_1"
  final_layout_size_suffix_gt1_share_pct: 9.35
  layout_top_cell: "dfrtp_1"
power:
  powerDensity_mw_per_mm2: 389
  vdd_ir_drop_max_uv: 213
  p_leak_uw: 0.00140
  power.total_uw: 1280
floorplan:
  row_count: 30
  dieHeight_microns: 87.2
  die_area_sq_mm: 0.00761
  initCoreUtil_pct: 42.1
  boundaryPins: 11
  die_w_microns: 87.2
  coreArea_sq_mm: 0.00691
place:
  placed_area_sq_mm: 0.00310
  pre_cts_slack_ns: 1.67
  portBuffers: 9
  dp_hpwl_mm: 3.45
  gp_congestion: 0.785
  dp_cells: 391
min_path:
  holdCritPathClass: "reg -> reg"
-- registers in the layout, summed over array words and instances, names as in the netlist --
signal,count
state,3
cnt_1hz,17
I4_q,1
cnt_hb,16
test_mode,1
target_s,2
hb_run,1
sec_count,16
o3_ff,1
-- cell usage after synthesis, types with 4 or more instances --
master	count
xnor2_1	25
nand2_1	22
dfrtp_1	56
clkbuf_1	5
nand3_1	21
nor4_1	12
nor2_1	40
a21oi_1	4
xor2_1	15
o21ai_0	9
nor3_1	6
inv_1	10
and3_1	4
nand4_1	9
ha_1	6
-- routing by layer --
layer	wire length, microns	share of wire [%]	up-vias
met1	2640	52	955
met3	177	3.5	6
met2	2190	43	20
met5	0	0	-
met4	70	1.4	0
li1	-	-	1047
-- how the worst min path moves through the flow --
stage | from | to | depth (start not counted)
4_1_cts | hb_run$_DFFE_PP0N_ | hb_run$_DFFE_PP0N_ | 1
5_1_grt | hb_run$_DFFE_PP0N_ | hb_run$_DFFE_PP0N_ | 1
6_report | test_mode$_DFFE_PP0P_ | target_s[0]$_DFFE_PP1P_ | 1
-- report_power, final --
part           internal, uW  switching, uW  total (uW)
Combinational          61.1           72.5         134
Clock                   326            209         535
Sequential              601           14.9         616
-- worst register-to-register path: cells and delay by family (launching register included) --
| kind | cells | cell delay (ns) |
|---|---|---|
| adder cells (fa/ha/maj) | 1 | 0.23 |
| flip-flops | 1 | 0.40 |
| AND-OR/OR-AND | 1 | 0.15 |
| AND/OR/NAND/NOR | 4 | 1.43 |
-- cell families (layout without fill, tap and decap cells) --
| family | count (synthesis) | after routing | synth area share [%] |
|---|---|---|---|
| multiplexers | 5 | 5 | 1.81 |
| flip-flops | 58 | 58 | 50.0 |
| XOR/XNOR | 40 | 40 | 12.1 |
| AND/OR/NAND/NOR | 142 | 142 | 26.1 |
| buffers and inverters | 17 | 36 | 2.37 |
| AND-OR/OR-AND | 23 | 23 | 5.04 |
| adder cells (fa/ha/maj) | 6 | 6 | 2.58 |
-- layout make-up --
class                   count  area (sq um)
clock inverters             2          35.0
multi-input cells         216          1380
flip-flops and latches     58          1450
inverters                  10          37.5
well taps                  96           120
clock buffers              13           169
repair buffers             11           105
fillers                   670          3600
-- metrics by stage --
stage          hold WS, ns  utilization (%)
2_1_floorplan        0.428                -
3_3_place_gp         0.463             44.9
3_5_place_dp         0.468             44.9
4_1_cts              0.483             47.8
5_1_grt              0.504             47.8
6_report             0.481             47.8
Power figures rest on the tool's default switching activity, not on a simulated workload.
