==> flow/design.v <==
module pump_controller #(
    parameter INVERT_LEVEL_CODE = 0
)(
    input  wire        clk,             
    input  wire        rst_n,           
    input  wire [2:0]  lvl_inf_raw,   
    input  wire [2:0]  lvl_sup_raw,   
    output reg         pump_on,         
    output reg 
        solenoid_open,   
    output wire        led_green,       
    output wire        led_red,         
    output wire [6:0]  seg_inf,         
    output wire [6:0]  seg_sup          
);
    wire [2:0] lvl_inf = INVERT_LEVEL_CODE ? (3'd4 - lvl_inf_raw) : lvl_inf_raw;
wire [2:0] lvl_sup = INVERT_LEVEL_CODE ? (3'd4 - lvl_sup_raw) : lvl_sup_raw;
    localparam IDLE    = 1'b0;  
    localparam PUMPING = 1'b1;  
    reg state, next;
    localparam L0  = 3'd0;  
    localparam L25 = 3'd1;
    localparam L50 = 3'd2;  
    localparam L75 = 3'd3;
    localparam L100= 3'd4;  
    always @(posedge clk) begin
        if (!rst_n) state <= IDLE;  
else        state <= next;  
end
    always @* begin
        next = state;  
case (state)
            IDLE: begin
                if ((lvl_sup <= L25) && (lvl_inf >= L75)) 
                    next = PUMPING;  
end
            PUMPING: begin
                if ((lvl_sup >= L75) || (lvl_inf <= L25)) 
                    next = IDLE;  
end
        endcase
    end
    always @* begin
        pump_on = (state == PUMPING);
        solenoid_open = (lvl_inf == L100) ?
1'b0 : 1'b1;
    end
    assign led_green = pump_on;
    assign led_red   = solenoid_open;
    sevenseg_decoder u_dec_inf (.val(lvl_inf), .seg(seg_inf));
    sevenseg_decoder u_dec_sup (.val(lvl_sup), .seg(seg_sup));
endmodule
module sevenseg_decoder(
    input  wire [2:0] val,    
    output reg  [6:0] seg     
);
    always @* begin
        case (val)  
            3'd0: seg = 7'b1111110;   
            3'd1: seg = 7'b0110000;   
            3'd2: seg = 7'b1101101;   
            3'd3: seg = 7'b1111001;   
            3'd4: seg = 7'b0110011;   
            default: seg = 7'b0000001;  
        endcase
    end
endmodule
==> flow/run.sh <==
#!/bin/bash
# OpenROAD 26Q1-2900-gdf79404cd8, Yosys 0.63+post, stock flow scripts
make -C /OpenROAD-flow-scripts/flow DESIGN_CONFIG=/design/flow/config.mk WORK_HOME=/design/flow/orfs finish
==> flow/config.mk <==
export PLATFORM = sky130hd
export DESIGN_NAME = pump_controller
export DESIGN_NICKNAME = pump_controller
export VERILOG_FILES = /design/flow/design.v
export SDC_FILE = /design/flow/constraint.sdc
export NUM_CORES = 4
export LEC_CHECK = 1
export CORE_AREA = 10 10 70 70
export DIE_AREA = 0 0 80 80
==> flow/constraint.sdc <==
current_design pump_controller

set clk_period 1.0
set clk_io_pct 0.2

create_clock -name clk0 -period $clk_period [get_ports {clk}]

set non_clock_inputs [all_inputs -no_clocks]
set_input_delay [expr $clk_period * $clk_io_pct] -clock clk0 $non_clock_inputs
set_output_delay [expr $clk_period * $clk_io_pct] -clock clk0 [all_outputs]
==> GITHUB_STEP_SUMMARY <==
## Implementation flow summary

| Metric | Value |
|---|---|
| Status | `finished, final reports clean` |
| Overall power | `0.173 mW` |
| MaxCap Viol Count | `0` |
| Top cells excl fill/tap | `dlygate4sd2_1 (8), buf_2 (7), buf_4 (6), inv_1 (3), clkdlybuf4s15_1 (3)` |
| Via count | `254` |
| Worst-path clk slew | `0 ns` |
| Top Family by Delay on Critical Path | `buffers and inverters` |
| Cell Pwr Density | `388 mW/mm2` |
| Worst setup SP type | `register` |
| Hold endpoint | `state$_SDFF_PN0_` |
| Leakage power | `0.218 nW` |
| WL final | `844 um` |
| Worst-case vdd ir drop | `0.0000488 V` |
| YS chip area | `159 um2` |
| Skew final | `0 ns` |
| Mapped cell area | `159 um2` |
| Slew @ Worst Pin | `0.125 ns` |
| Total Die Area | `0.00640 mm2` |
| Buf/Inv on CP | `1` |
| Number of global-route vias before repair | `239` |
| Crit-path max cell delay | `0.46 ns` |
| Tool warnings | `29` |
| Area leader share | `0.189` |
| Comb area | `121 um2` |
| Min Tclk post-route | `0.980 ns` |
| Hold path depth | `2` |
| IO Pins | `26` |
| Yosys stat cell total | `24` |
| Register area share after synthesis | `0.126` |
| Insertion Delay late pin | `0 ns` |
| Register Area | `21.3 um2` |
| First-pass GRT wire length | `1.19 mm` |
| Crit path from | `state$_SDFF_PN0_` |
| Critical-path maximum fanout | `3` |
| Final instance area | `447 um2` |
| Initial DRC count | `1` |
| IO Port Bufs | `25` |
| Drt drc | `0` |
| Fp_density | `0.0465` |
| Fin util | `0.131` |
| RSZ-0062 raised after global routing | `yes` |
| Pre-antenna DRT Iters | `2` |
| GRT Util Overall | `0.0220` |
| Yosys cell types | `12` |
| Die y size | `80 um` |
| Hold Startpoint | `lvl_sup_raw[2]` |
| Critical-path top delay cell | `clkdlybuf4s50_1` |
| R2r worst-path depth | `4` |
| Hold WC Path Type | `in -> reg` |
| Antenna violations before repair | `0` |
| Max reg flops | `1` |
| Synth-to-layout area growth | `181%` |
| Commonest Layout Cell | `dlygate4sd2_1` |
| Largest Register | `state` |
| Kind of end point of the critical path | `output port` |
| Post-DR vias/cell | `2.67` |
| Registers, synthesis | `1` |
| Reg2reg end | `state$_SDFF_PN0_` |
| Num rows | `21` |
| Biggest regs | `state: 1 flops` |
| Hold_buf cts | `0` |
| Synth Warn # | `2` |
| CP Class | `reg -> out` |
| Endpoints failing hold | `0` |
| Routed wire length per instance | `8.88 um` |
| Largest net degree at the start of global routing | `7` |
| Cell area leaders | `buf_4 (19%), dfxtp_1 (13%), mux2i_1 (13%)` |
| Arr. time, crit path | `0.78 ns` |
| Crit path required time | `0.80 ns` |
| Core ar. | `0.00342 mm2` |
| Max-slew violation count | `0` |
| Antenna Nets Post-Route | `0` |
| CP cell instances | `clkdlybuf4s50_1` |
| Placed Instance Area | `482 um2` |
| Global placer's final weighted congestion | `0.743` |
| Syn avg cell area | `6.62 um2` |
| Fillers | `402` |
| R2R Path Start | `state$_SDFF_PN0_` |
| Share of layout cells above drive strength 1 | `0.469` |
| Final setup viols | `0` |
| Crit share post-route | `0.980` |
| Overflow left after global routing | `0` |
| Syn Inst Count | `24` |
| Reg2reg setup slack | `0.03 ns` |
| Cell type with the largest total area | `buf_4` |
| Max_slew headroom | `0.914` |
| FMAX | `1.02 GHz` |
| Die Width | `80 um` |
| Diode count | `0` |
## metrics by stage
step / setup WS, ns / hold WS [ns] / instances / setup TNS (ns)
after floorplan: 0.223 / 0.385 / 24 / 0
after global placement: -0.704 / 0.780 / 97 / -10.58
after detailed placement: -0.687 / 0.794 / 97 / -10.56
after CTS: 0.00397 / 0.582 / 97 / 0
after global routing: -0.00187 / 0.574 / 95 / -0.00336
final: 0.0202 / 0.554 / 95 / 0
## metal layers
metal,vias up,GRT usage,part of all wire
met4,0,0,0
met2,20,0.0305,0.35
li1,126,-,-
met1,108,0.0291,0.44
met3,0,0.0148,0.21
met5,-,0,0
## Yosys cell counts
cell type / count
inv_1: 3
nand2_1: 1
buf_4: 4
or2_1: 2
o22ai_1: 1
o21ai_0: 2
and4b_1: 1
dfxtp_1: 1
a21oi_1: 2
nor2_1: 4
nor3_2: 1
mux2i_1: 2
## what timing repair did
item / CTS / global route
endpoints found under the setup margin: 19 / 6
buffers inserted: 1 / 0
pin swaps: 6 / 6
resized: 62 / 10
## final cells by class
cell class | instances | area share
repair buffers | 29 | 0.527
multi-input cells | 16 | 0.272
well taps | 46 | 0.129
flip-flops and latches | 1 | 0.0476
inverters | 3 | 0.0252
## power breakdown
part | switching (mW) | internal [mW] | total (mW)
sequential | 0.00120 | 0.0426 | 0.0438
clock | 0 | 0 | 0
combinational | 0.0476 | 0.0821 | 0.130
## how the worst max path moves through the flow
stage                  end  slack [ns]  cells after the start
5_1_grt   state$_SDFF_PN0_      -0.002                      4
6_report         led_green        0.02                      1
4_1_cts         seg_sup[2]       0.004                      4
## kinds of logic after synthesis
family	count (synthesis)	synth area share
simple gates	9	0.323
buf+inv	7	0.260
compound gates	5	0.165
mux	2	0.126
flops	1	0.126
No activity file was given, so power comes from the tool's default toggle rates.
