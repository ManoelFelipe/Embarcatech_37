<file path="design/flow/run.sh">
#!/bin/bash
# OpenROAD 26Q1-2900-gdf79404cd8, Yosys 0.63+post, stock flow scripts
make -C /OpenROAD-flow-scripts/flow DESIGN_CONFIG=/design/flow/config.mk WORK_HOME=/design/flow/orfs finish
</file>
<file path="design/flow/design.v">
module controlador_caixa_dagua(
    input wire clk,                 
    input wire reset,               
    input wire [4:0] sensores_inf,  
    input wire [4:0] sensores_sup,  
    output wire bomba,              
    output reg  valvula,            
    output wire led_vermelho,       
    output wire led_verde,          
    output wire [6:0] display_inf,  
    output wire [6:0] display_sup   
);
    localparam [1:0] S_VAZIA      = 2'b00;  
    localparam [1:0] S_CHEIA      = 2'b01;  
    localparam [1:0] S_ESVAZIANDO = 2'b10;  
    reg [1:0] estado_atual, proximo_estado;
    reg bomba_internal;  
    decodificador_nivel DECODER_INF (
        .sensores_in(sensores_inf),    
        .display_out(display_inf)      
    );
    decodificador_nivel DECODER_SUP (
        .sensores_in(sensores_sup),    
        .display_out(display_sup)      
    );
    always @(posedge clk or posedge reset) begin
        if (reset)  
            estado_atual <= S_VAZIA;  
        else
            estado_atual <= proximo_estado;  
    end
    always @(*) begin
        proximo_estado = estado_atual;  
        case (estado_atual)
            S_VAZIA:  
                if ((!sensores_inf[3] && !sensores_inf[2] && !sensores_inf[1] && !sensores_inf[0]))
                    proximo_estado = S_CHEIA;  
            S_CHEIA:  
                if (!sensores_sup[0] && sensores_sup[1] && !sensores_inf[3])
                    proximo_estado = S_ESVAZIANDO;  
            S_ESVAZIANDO:  
                if (!sensores_sup[3] || (!sensores_inf[0] && sensores_inf[1] && sensores_inf[2] && sensores_inf[3] && sensores_inf[4]))
                    proximo_estado = S_VAZIA;  
            default:  
                proximo_estado = S_VAZIA;  
        endcase
    end
    always @(*) begin
        bomba_internal = 1'b0; 
        valvula        = 1'b0; 
        case (estado_atual)
            S_VAZIA: begin
                bomba_internal = 1'b0;  
                valvula        = 1'b0;  
            end
            S_CHEIA: begin
                bomba_internal = 1'b0;  
                valvula        = 1'b1;  
            end
            S_ESVAZIANDO: begin
                bomba_internal = 1'b1;  
                valvula        = 1'b0;  
            end
        endcase
    end
    assign bomba = bomba_internal;           
    assign led_verde = bomba_internal;       
    assign led_vermelho = !bomba_internal;   
endmodule
module decodificador_nivel(
    input  [4:0] sensores_in,  
    output reg [6:0] display_out
);
    localparam DISP_0 = 7'b0111111;  
    localparam DISP_1 = 7'b0000110;  
    localparam DISP_2 = 7'b1011011;  
    localparam DISP_3 = 7'b1001111;  
    localparam DISP_4 = 7'b1100110;  
    always @(*) begin
        display_out = DISP_0; 
        if (!sensores_in[4])      
            display_out = DISP_4;  
        else if (!sensores_in[3]) 
            display_out = DISP_3;  
        else if (!sensores_in[2]) 
            display_out = DISP_2;  
        else if (!sensores_in[1]) 
            display_out = DISP_1;  
        else if (!sensores_in[0])                     
            display_out = DISP_0;  
    end
endmodule
</file>
<file path="design/flow/constraint.sdc">
current_design controlador_caixa_dagua

set clk_period 1.2
set clk_io_pct 0.2

create_clock -name clk0 -period $clk_period [get_ports {clk}]

set non_clock_inputs [all_inputs -no_clocks]
set_input_delay [expr $clk_period * $clk_io_pct] -clock clk0 $non_clock_inputs
set_output_delay [expr $clk_period * $clk_io_pct] -clock clk0 [all_outputs]
</file>
<file path="design/flow/config.mk">
export PLATFORM = sky130hd
export DESIGN_NAME = controlador_caixa_dagua
export DESIGN_NICKNAME = controlador_caixa_dagua
export VERILOG_FILES = /design/flow/design.v
export SDC_FILE = /design/flow/constraint.sdc
export NUM_CORES = 4
export LEC_CHECK = 1
export CORE_AREA = 10 10 70 70
export DIE_AREA = 0 0 80 80
</file>
==> reports/metrics.csv <==
stage,metric,value,unit
drt,drt_iter0_markers,6,
clock_tree,root_buffer,clkbuf_4,
clock_tree,cts_buffer_depth,2,
timing,clock_skew,0.363,ps
layout,final-seq-area,76.3,um2
layout,lay_top_cells,"dlygate4sd2_1 (13), buf_4 (11), inv_1 (5), buf_2 (5), clkdlybuf4s50_1 (5)",
layout,regMostFlops,estado_atual,
clock_tree,cts_num_sinks,3,
global_route,grt_pass1_vias,404,
clock_tree,path_clk_slew,30,ps
layout,logic_area,160,um2
layout,drive_gt1_frac,0.434,
layout,largest_registers,estado_atual (3),
clock_tree,clk_latency,230,ps
synthesis,ys_sh_simple,0.266,
global_route,grt_pass1_wl,1740,um
placement,place_inst,115,
worst_setup_path,critPathLaunchType,input port,
drt,n_antenna_cell,0,
die,die_w,80,um
synthesis,ys_chip_area,268,um2
layout,fill_cells,386,
placement,routabilityCongestion,0.743,
worst_setup_path,end_kind,output port,
synthesis,netlist_area,268,um2
placement,dp_hpwl,1000,um
synthesis,area_leaders,"dfrtp_1 (19%), buf_4 (14%), dfstp_2 (9.8%), inv_1 (9.8%), nand3_1 (9.3%)",
layout,final_common_cell,dlygate4sd2_1,
synthesis,ys_sh_adder,0,
synthesis,synth_top_cell_by_area,dfrtp_1,
timing,max_freq,860,MHz
synthesis,synth-seq-area-share,0.285,
min_path,worst_hold_path_type,input port to async pin,
synthesis,synth-seq-cells,3,
worst_setup_path,reg2reg_slack,220,ps
die,fp.dieH,80,um
power,p_per_area,732,nW/um2
timing,drv_slew,0,
drt,detail-route-antenna-nets,0,
timing,finalSetupViolations,0,
placement,port-buffer-count,27,
synthesis,yosys_warnings,2,
drt,vias_per_cell,3.23,
synthesis,netlist.area_leader.share,0.187,
layout,final_cell_area,662,um2
worst_setup_path,cp_max_fo,5,
die,initCoreUtil,0.0784,
synthesis,synth-xor-area-share,0,
layout,fin_cells,122,
timing,fin_crit_sh,0.969,
timing,period_minus_slack,1160,ps
synthesis,ys_sh_aoi,0.196,
drt,wirelength,1190,um
synthesis,ys_cells,38,
run,drv_cap,0,
synthesis,top_logic_kind,simple AND/OR/NAND/NOR gates,
power,vdd_ir_drop_max,0.201,mV
clock_tree,cts_buffers,3,
layout,post-route-util,0.194,
die,io-pin-count,30,
synthesis,synth_cell_type_count,16,
worst_setup_path,arrival,920,ps
layout,syn2layout_area_growth,147,%
timing,finalHoldViolations,0,
global_route,antenna_found_initial,0,
timing,hold_slack,176,ps
die,coreArea,3420,um2
drt,drc,0,
die,rows,21,
global_route,grt_max_degree,7,
drt,dr_total_vias,394,
global_route,groute.usage.overall,0.0324,
outcome,outcome,completed,
synthesis,mux_share,0,
synthesis,synth_cells,38,
global_route,overflow,0,
clock_tree,ctsHtreeMaxLevel,1,
power,leakage,0.318,nW
timing,rsz0062_at_grt,no,
placement,placedInstanceArea,622,um2
layout,largest_reg_flops,3,
die,chip_area,6400,um2
run,openroad.warnings,25,
drt,wl_per_cell,9.75,um
worst_setup_path,critPathRequiredTime,960,ps
synthesis,avgSynthCellArea,7.05,um2
drt,drt_first_pass_iters,2,
clock_tree,tritoncts,done,
timing,finalSetupTns,0,ps
worst_setup_path,crit_type,input port to output port,
-- timing repair --
item,CTS,global route
resized,56,5
pin swaps,5,1
cloned,0,0
buffers inserted,4,0
setup endpoints to repair,19,4
hold buffers,0,0
-- cells by family (layout without fill, tap and decap cells) --
logic type	Yosys count	after routing
flops	3	3
other cells	1	2
simple gates	14	14
compound gates	8	8
buf+inv	12	49
-- cell type report --
cell class                 count  area share
sequential                     3       0.115
timing repair buffer          38       0.476
tap                           46      0.0870
clock buffer                   4      0.0397
multi-input combinational     24       0.242
inverter                       7      0.0397
-- report_power, final --
group	internal, W	leakage [nW]	switching, W
clock network	0.000124	0.0150	0.0000482
registers	0.000128	0.0379	0.00000957
logic	0.000112	0.265	0.0000625
total	0.000364	0.318	0.000120
-- path summary, 6_finish.rpt --
path	start	end	depth (start not counted)
max reg2reg	estado_atual[1]	estado_atual[1]	5
max in group asynchronous	reset	estado_atual[0]	2
min in group clk0	sensores_inf[2]	estado_atual[2]	3
min	reset	estado_atual[1]	2
min reg2reg	estado_atual[0]	estado_atual[2]	2
max	sensores_sup[3]	display_sup[5]	4
-- Yosys cell counts --
master / number
a21oi_1: 2
or4_4: 1
or2_1: 2
a22o_1: 1
a31oi_1: 2
dfrtp_1: 2
o31ai_1: 1
inv_1: 7
dfstp_2: 1
conb_1: 1
o21ai_1: 1
nand3_1: 5
buf_4: 5
nor2_1: 1
nand2_1: 5
o2bb2ai_1: 1
-- stage by stage --
stage	power (W)	setup WS, ps
6_report	0.000485	37.0
5_1_grt	0.000535	0.00711
4_1_cts	0.000497	3.80
3_5_place_dp	0.000319	-577
3_3_place_gp	0.000318	-536
2_1_floorplan	0.000188	188
-- worst max-delay path: stages --
cell and delay [ps]:
buf_6 90, nand3_2 80, nand2_2 60, clkdlybuf4s50_1 450
-- metal layers --
layer / track usage / part of all wire / vias to the layer above
met1: 0.0359 / 0.36 / 175
met2: 0.0538 / 0.47 / 18
met4: 0.0123 / 0.023 / 0
li1: - / - / 199
met3: 0.0136 / 0.15 / 2
met5: 0 / 0 / -
Power figures rest on the tool's default switching activity, not on a simulated workload.
